==> flow/design.v <==
module uart_rx #(
    parameter CLOCK_FREQ = 50000000,  
    parameter BAUD_RATE  = 9600
)(
    input  logic clk,
    input  logic rst_n,
    input  logic rx,                 
    output logic [7:0] data_out,     
    output logic data_ready          
);
    localparam integer CLKS_PER_BIT = CLOCK_FREQ / BAUD_RATE;
    typedef enum logic [2:0] {
        IDLE, START, DATA, STOP, CLEANUP
    } state_t;
    state_t state = IDLE;
    logic [12:0] clk_count = 0;    
    logic [2:0] bit_index = 0;     
    logic [7:0] rx_shift = 0;      
    always_ff @(posedge clk or negedge rst_n) begin
        if (!rst_n) begin
            state      <= IDLE;
            clk_count  <= 0;
            bit_index  <= 0;
            rx_shift   <= 0;
            data_ready <= 0;
        end else begin
            case (state)
                IDLE: begin
                    data_ready <= 0;
                    if (!rx) begin  
                        clk_count <= 0;
                        state <= START;
                    end
                end
                START: begin
                    if (clk_count == CLKS_PER_BIT/2) begin
                        clk_count <= 0;
                        state <= DATA;
                        bit_index <= 0;
                    end else
                        clk_count <= clk_count + 1;
                end
                DATA: begin
                    if (clk_count < CLKS_PER_BIT) begin
                        clk_count <= clk_count + 1;
                    end else begin
                        clk_count <= 0;
                        rx_shift[bit_index] <= rx;
                        if (bit_index == 7)
                            state <= STOP;
                        else
                            bit_index <= bit_index + 1;
                    end
                end
                STOP: begin
                    if (clk_count < CLKS_PER_BIT)
                        clk_count <= clk_count + 1;
                    else begin
                        state <= CLEANUP;
                        clk_count <= 0;
                        data_out <= rx_shift;
                        data_ready <= 1;  
                    end
                end
                CLEANUP: begin
                    state <= IDLE;
                    data_ready <= 0;
                end
            endcase
        end
    end
endmodule
==> flow/run.sh <==
#!/bin/bash
# OpenROAD 26Q1-2900-gdf79404cd8, Yosys 0.63+post, stock flow scripts
make -C /OpenROAD-flow-scripts/flow DESIGN_CONFIG=/design/flow/config.mk WORK_HOME=/design/flow/orfs finish
==> flow/config.mk <==
export PLATFORM = sky130hd
export DESIGN_NAME = uart_rx
export DESIGN_NICKNAME = uart_rx
export VERILOG_FILES = /design/flow/design.v
export SDC_FILE = /design/flow/constraint.sdc
export NUM_CORES = 4
export LEC_CHECK = 1
export CORE_UTILIZATION = 40
==> flow/constraint.sdc <==
current_design uart_rx

set clk_period 2.1
set clk_io_pct 0.2

create_clock -name clk0 -period $clk_period [get_ports {clk}]

set non_clock_inputs [all_inputs -no_clocks]
set_input_delay [expr $clk_period * $clk_io_pct] -clock clk0 $non_clock_inputs
set_output_delay [expr $clk_period * $clk_io_pct] -clock clk0 [all_outputs]
==> node_exporter_impl.prom <==
# HELP chip_impl_metric Metrics from one implementation run
# TYPE chip_impl_metric gauge
chip_impl_info{name="status",value="finished clean"} 1
chip_impl_info{name="min_path_type",value="reg -> reg"} 1
chip_impl_metric{name="critPathMaxStageDelay",unit="ns"} 0.48
chip_impl_metric{name="clockBufferDepth",unit=""} 2
chip_impl_metric{name="synth_warnings",unit=""} 1
chip_impl_metric{name="worst_pin_slew",unit="ns"} 0.429
chip_impl_metric{name="multiInputGateArea",unit="µm²"} 913
chip_impl_info{name="cts-root-buf",value="sky130_fd_sc_hd__clkbuf_8"} 1
chip_impl_metric{name="cts_max_level",unit=""} 2
chip_impl_metric{name="pin_count_of_the_biggest_net_entering_global_routing",unit=""} 29
chip_impl_metric{name="netlist_instances",unit=""} 185
chip_impl_metric{name="worst_ep_required_time",unit="ns"} 2.33
chip_impl_metric{name="final.period_utilization",unit="%"} 99.1
chip_impl_metric{name="per_cell_via_count_in_the_routed_design",unit=""} 5.65
chip_impl_metric{name="ys_cells",unit=""} 185
chip_impl_metric{name="met2_usage",unit="%"} 24.8
chip_impl_metric{name="clock_insertion_delay_worst_skew",unit="ns"} 0.30
chip_impl_metric{name="grt_pass1_vias",unit=""} 1477
chip_impl_info{name="crit_path_class",value="reg -> reg"} 1
chip_impl_metric{name="gp_congestion",unit=""} 0.851
chip_impl_metric{name="finalInstanceArea",unit="mm²"} 0.00236
chip_impl_metric{name="synth-xor-area-share",unit="%"} 1.87
chip_impl_metric{name="wl_per_cell",unit="µm"} 13.7
chip_impl_metric{name="ys_sh_adder",unit="%"} 4.67
chip_impl_metric{name="max-cap-violations",unit=""} 0
chip_impl_metric{name="die-height",unit="µm"} 70.5
chip_impl_metric{name="diodes",unit=""} 0
chip_impl_metric{name="synthToLayoutAreaGrowth",unit="%"} 25.5
chip_impl_metric{name="hold_depth",unit=""} 0
chip_impl_metric{name="cts_hold_repair.buffers",unit=""} 0
chip_impl_info{name="r2r_start",value="clk_count[4]$_DFFE_PN0P_"} 1
chip_impl_metric{name="share_of_flip_flops_with_an_asynchronous_set_or_reset_after_synthesis",unit="%"} 77.8
chip_impl_metric{name="postPlaceCellArea",unit="mm²"} 0.00219
chip_impl_metric{name="io_buffers",unit=""} 11
chip_impl_metric{name="ir_worst_vdd",unit="mV"} 0.316
chip_impl_info{name="timing.critical_path.slowest_stage_cell",value="sky130_fd_sc_hd__or4_1"} 1
chip_impl_info{name="yosys-top-cells-area",value="sky130_fd_sc_hd__dfrtp_1 37%, sky130_fd_sc_hd__edfxtp_1 13%, sky130_fd_sc_hd__nand2_1 4.8%"} 1
chip_impl_info{name="top_usage_layer",value="met1"} 1
chip_impl_metric{name="reg2regPathDepth",unit=""} 7
chip_impl_metric{name="drcViolationCount",unit=""} 0
chip_impl_metric{name="synth_top_area_share",unit="%"} 37.3
chip_impl_metric{name="critical_path_arrival",unit="ns"} 2.31
chip_impl_info{name="cts_tree",value="done"} 1
chip_impl_metric{name="detailedPlacementHpwl",unit="µm"} 2530
chip_impl_info{name="worst_path_cell_trace",value="buf_4 > nor4bb_4 > nand4_1 > buf_4 > a22o_4 > or4_1 > nand2_1"} 1
chip_impl_info{name="hold_path_end",value="data_out[2]$_DFFE_PP_"} 1
chip_impl_metric{name="p_leak",unit="µW"} 0.00108
chip_impl_info{name="mostFrequentLayoutCells",value="27 x sky130_fd_sc_hd__dfrtp_1, 27 x sky130_fd_sc_hd__buf_4, 24 x sky130_fd_sc_hd__nand2_1, 12 x sky130_fd_sc_hd__nor2_1, 12 x sky130_fd_sc_hd__o21ai_0"} 1
chip_impl_metric{name="grt_use_met3",unit="%"} 4.09
chip_impl_metric{name="slew_viol_final",unit=""} 0
chip_impl_info{name="dominantRegCellSynth",value="sky130_fd_sc_hd__dfrtp_1"} 1
chip_impl_info{name="topCombFamilyByArea",value="simple AND/OR/NAND/NOR gates"} 1
chip_impl_metric{name="synth_area_per_cell",unit="µm²"} 10.1
chip_impl_metric{name="route.final.wire_length",unit="µm"} 3770
chip_impl_metric{name="initialDrtViolationCount",unit=""} 95
chip_impl_metric{name="ys_sh_mux",unit="%"} 1.80
chip_impl_metric{name="post_synth_num_cell_types",unit=""} 39
chip_impl_metric{name="ys_seq_share",unit="%"} 50.1
chip_impl_metric{name="setup_violations",unit=""} 0
chip_impl_metric{name="hold_viol_final",unit=""} 0
chip_impl_metric{name="cts_inserted_buffers",unit=""} 5
chip_impl_metric{name="floorplan.core_area",unit="mm²"} 0.00444
chip_impl_metric{name="floorplan.io_pins",unit=""} 12
chip_impl_metric{name="worst_setup_hold_path_clk_slew",unit="ns"} 0.08
chip_impl_metric{name="post_synth_regs",unit=""} 36
chip_impl_metric{name="synth_area",unit="mm²"} 0.00188
chip_impl_metric{name="total_negative_setup_slack",unit="ns"} 0
chip_impl_info{name="timing.critical_path.to_type",value="flip-flop"} 1
chip_impl_metric{name="upper_clock_frequency_limit",unit="GHz"} 0.481
chip_impl_metric{name="number_of_openroad_warnings",unit=""} 30
chip_impl_metric{name="synth-compound-area-share",unit="%"} 16.9
chip_impl_metric{name="cts_sinks",unit=""} 36
chip_impl_metric{name="grt_first_pass_wirelength",unit="µm"} 6560
chip_impl_metric{name="placement_rows",unit=""} 24
chip_impl_metric{name="utilization",unit="%"} 53.0
chip_impl_metric{name="timing.critical_path.fanout_max",unit=""} 9
chip_impl_metric{name="gr-usage-met1",unit="%"} 28.1
chip_impl_metric{name="fill_cells",unit=""} 366
chip_impl_metric{name="yosys-stat-area",unit="mm²"} 0.00188
chip_impl_info{name="worst_setup_path_start_kind",value="flip-flop"} 1
chip_impl_metric{name="area.sequential",unit="µm²"} 942
chip_impl_info{name="top_area_cell",value="sky130_fd_sc_hd__dfrtp_1"} 1
chip_impl_metric{name="ff2ff_setup_slack",unit="ns"} 0.02
chip_impl_metric{name="ys_sh_simple",unit="%"} 21.1
chip_impl_metric{name="grt.total_usage",unit="%"} 17.0
chip_impl_metric{name="vias",unit=""} 1559
chip_impl_info{name="holdCritStartpoint",value="rx_shift[2]$_DFFE_PN0P_"} 1
chip_impl_metric{name="min_period",unit="ns"} 2.08
chip_impl_info{name="rsz_0062_raised_after_global_routing",value="yes"} 1
chip_impl_info{name="reg_to_reg_endpoint",value="state[0]$_DFFE_PN0P_"} 1
chip_impl_metric{name="drtPass1Iterations",unit=""} 21
chip_impl_metric{name="drtAntennaViolNets",unit=""} 0
chip_impl_metric{name="drive_gt1_share",unit="%"} 21.4
chip_impl_metric{name="edf_count",unit=""} 8
chip_impl_metric{name="maxSlewHeadroom",unit="%"} 71.2
chip_impl_metric{name="die-area",unit="mm²"} 0.00497
chip_impl_metric{name="globalRoute.totalOverflow",unit=""} 0
chip_impl_metric{name="initial_antenna_violation_count",unit=""} 0
chip_impl_metric{name="finalClockSkew",unit="ns"} 0.0114
chip_impl_metric{name="die_width",unit="µm"} 70.5
chip_impl_metric{name="fp_util",unit="%"} 42.2
chip_impl_metric{name="powerDensity",unit="mW/mm²"} 526
chip_impl_info{name="cpMostUsedCell",value="sky130_fd_sc_hd__buf_4"} 1
[how the worst max path moves through the flow]
stage	startpoint	to	slack [ns]	depth (start not counted)
after CTS	clk_count[7]$_DFFE_PN0P_	state[0]$_DFFE_PN0P_	0.005	7
after global routing	clk_count[4]$_DFFE_PN0P_	state[0]$_DFFE_PN0P_	-0.07	7
final	clk_count[4]$_DFFE_PN0P_	state[0]$_DFFE_PN0P_	0.02	7
[critical path: cells and delay by family (launching register included)]
family | cells | cell delay, ns
flops | 1 | 0.41
simple gates | 4 | 0.98
buf+inv | 2 | 0.38
compound gates | 1 | 0.25
[Yosys cell counts, types with 3 or more instances]
master / instances
sky130_fd_sc_hd__a22o_1: 3
sky130_fd_sc_hd__a31oi_1: 5
sky130_fd_sc_hd__nand3_1: 5
sky130_fd_sc_hd__xor2_1: 3
sky130_fd_sc_hd__nor3_1: 9
sky130_fd_sc_hd__clkbuf_1: 4
sky130_fd_sc_hd__nand2b_1: 3
sky130_fd_sc_hd__dfrtp_1: 28
sky130_fd_sc_hd__mux2_2: 3
sky130_fd_sc_hd__o2bb2ai_1: 4
sky130_fd_sc_hd__nand4_1: 4
sky130_fd_sc_hd__edfxtp_1: 8
sky130_fd_sc_hd__a21oi_1: 8
sky130_fd_sc_hd__ha_1: 7
sky130_fd_sc_hd__and3_1: 4
sky130_fd_sc_hd__nor2_1: 12
sky130_fd_sc_hd__o21ai_0: 12
sky130_fd_sc_hd__inv_1: 8
sky130_fd_sc_hd__nand2_1: 24
sky130_fd_sc_hd__a21o_1: 7
[layout make-up]
| type | count | share of cell area, % |
|---|---|---|
| Tap cell | 52 | 2.76 |
| Timing Repair Buffer | 38 | 13.3 |
| Clock inverter | 3 | 1.01 |
| Clock buffer | 5 | 2.92 |
| Sequential cell | 36 | 40.0 |
| Multi-Input combinational cell | 134 | 38.8 |
| Inverter | 8 | 1.27 |
[metal layers]
| layer | part of all wire (%) | routed length, µm | vias to the layer above |
|---|---|---|---|
| li1 | - | - | 754 |
| met1 | 50 | 1880 | 752 |
| met2 | 43 | 1610 | 46 |
| met3 | 6.2 | 233 | 7 |
| met4 | 1.2 | 44 | 0 |
| met5 | 0 | 0 | - |
[kinds of logic after synthesis]
kind of cell             after synthesis
AND/OR/NAND/NOR                       74
AND-OR/OR-AND                         46
flip-flops                            36
buffers and inverters                 15
adder cells (fa/ha/maj)                7
XOR/XNOR                               4
multiplexers                           3
[sequential cells by signal, summed over array words and instances (netlist names)]
signal	count
clk_count	13
rx_shift	8
data_out	8
bit_index	3
state	3
data_ready	1
[power breakdown]
group | switching (µW) | total, µW | internal [µW]
Clock | 272 | 506 | 235
Sequential | 0.471 | 713 | 713
Combinational | 14.7 | 20.6 | 5.89
[per-stage QoR]
step                power [µW]  cells  hold WS, ns  setup slack [ns]
floorplan                  730    185        0.124             0.108
global placement           748    263        0.439           -0.0203
detailed placement         748    263        0.443           -0.0608
CTS                       1250    275        0.462           0.00550
global route              1290    276        0.457           -0.0732
finish                    1240    276        0.460            0.0192
[timing repair]
action / in CTS / in global routing
endpoints found under the setup margin: 15 / 6
buffers inserted: 4 / 1
gates resized: 3 / 5
pin swaps: 3 / 2
Power and IR drop assume default switching activity.
