==> design/flow/design.v <==
`timescale 1ns / 1ps
module CLA4CLKd(
    input  logic clk,         
    input  logic reset,       
    input  logic [3:0] a_in,  
    input  logic [3:0] b_in,  
    input  logic c_in,        
    output logic [3:0] s,     
    output logic [3:0] s_out, 
    output logic c_out        
);
    logic [3:0] a;            
    logic [3:0] b;            
    logic cin;                
    logic cout;               
    logic [3:0] G;            
    logic [3:0] P;            
    logic [4:0] C;            
    always_ff @(posedge clk or posedge reset) begin   
        if(reset) begin             
            a <= 4'b0;              
            b <= 4'b0;              
        end else begin              
            a <= a_in;              
            b <= b_in;              
        end                    
    end
    always_ff @(posedge clk or posedge reset) begin   
        if(reset) begin                  
            s_out <= 4'b0;               
        end else begin                   
            s_out <= s;                  
        end
    end
    always_ff @(posedge clk or posedge reset) begin   
        if(reset) begin                               
            cin <= 1'b0;                              
        end else begin                                
            cin <= c_in;                              
        end
    end
    always_ff @(posedge clk or posedge reset) begin   
        if(reset) begin                               
            cout <= 1'b0;                             
        end else begin                                
            c_out <= C[4];                            
        end
    end
    assign C[0] = cin;      
    assign G = a & b;       
    assign P = a ^ b;       
    assign C[1] = (P[0] & C[0]) | G[0];          
    assign C[2] = (P[1] & G[0]) | (P[1] & P[0] & C[0]) | G[1];  
    assign C[3] = (P[2] & G[1]) | (P[2] & P[1] & G[0]) | (P[2] & P[1] & P[0] & C[0]) | G[2];   
    assign C[4] =  G[3] | (P[3] & C[3]);  
    assign s[0] = P[0] ^ C[0];            
    assign s[1] = P[1] ^ C[1];
    assign s[2] = P[2] ^ C[2];
    assign s[3] = P[3] ^ C[3];
endmodule
==> design/flow/run.sh <==
#!/bin/bash
# OpenROAD 26Q1-2900-gdf79404cd8, Yosys 0.63+post, stock flow scripts
make -C /OpenROAD-flow-scripts/flow DESIGN_CONFIG=/design/flow/config.mk WORK_HOME=/design/flow/orfs finish
==> design/flow/config.mk <==
export PLATFORM = sky130hd
export DESIGN_NAME = CLA4CLKd
export DESIGN_NICKNAME = CLA4CLKd
export VERILOG_FILES = /design/flow/design.v
export SDC_FILE = /design/flow/constraint.sdc
export NUM_CORES = 4
export LEC_CHECK = 1
export CORE_AREA = 10 10 73 73
export DIE_AREA = 0 0 83 83
==> design/flow/constraint.sdc <==
current_design CLA4CLKd

set clk_period 2.6
set clk_io_pct 0.2

create_clock -name clk0 -period $clk_period [get_ports {clk}]

set non_clock_inputs [all_inputs -no_clocks]
set_input_delay [expr $clk_period * $clk_io_pct] -clock clk0 $non_clock_inputs
set_output_delay [expr $clk_period * $clk_io_pct] -clock clk0 [all_outputs]
==> run notes <==
run results: area leader, netlist dfrtp_1, root buf cell clkbuf_8, Fill cells 406, Tmin final 2.47 ns, fmax 0.405 GHz, CP max stage delay 0.50 ns, Log Warnings 26, setup TNS 0 ns, worst r2r path cells 7, TritonCTS clock tree yes, Critical path buffers and inverters 2, RSZ-0062 raised after global routing yes, final global-route overflow total 0, Die X 83 microns, Detailed Place HPWL 805 microns, RePlAce Congestion 0.714, Avg WL per Cell 9.12 microns, largest net degree at the start of global routing 14, cycle use final 0.950, # Cells Yosys 34, row count 22, H-tree Lvls 1, Setup Crit Path Kind flop to primary output, Top Family by Delay on Critical Path adder cells, Crit-path slowest cell fa_1, worst path cell trace ha_4, nand3_1, nand2_1, a21oi_2, fa_1, inv_1, dlygate4sd2_1, r2r endpoint s_out[3]$_DFF_PP0_, PD cells 607 nW/um^2, peak supply drop 0.000128 V, Basic Gates by Area 0.0174, fin area 872 sq um, chip area 6890 sq um, Total Wirelength 1010 microns, status completed, Largest cells by area dfrtp_1 65%, fa_1 8.0%, ha_1 7.5%, Max Slew Vio Count 0, top-count cell post-synth dfrtp_1, Vias/cell 2.90, layout cells sized above 1 0.206, ao+oa area frac 0.0199, Setup crit end kind primary output, Critical Path AT 1.95 ns, reg2reg setup slack 0.89 ns, xor/xnor share 0.0348, Top-area cell share 0.647, fp util 0.134, Worst EP required 2.08 ns, Clock Latency Late Sink 0.24 ns, Worst-path clk slew 0.05 ns, Synth Seq Share 0.706, Core ar. 3740 sq um, Worst Max-Slew Pin Slew 0.181 ns, I/O pins 20, Worst slew margin 0.878, max cap viols 0, DR DRC count 0, Fin. Hold Viols 0, Placed Area 768 sq um, # setup viols final 0, clock sinks 14, Post-Syn Area per Cell 14.8 sq um, drt pass-1 iters 2, LEAKAGE 0.000401 uW, Layout Utilization 0.233, Die H 83 microns, Multiplexer share 0, Async SR Flop Fraction 0.929, Synth Register Bits 14, Reg-to-Reg Start b[1]$_DFF_PP0_, FF/Latch Area 355 sq um, synthesized area 503 sq um, routed vias 322, CTS buffer count 3, Yosys Warn Count 1, Starting DRT DRC Count 24, port bufs 19, logic area 141 sq um, main logic family after synthesis adder cells, total power 529 uW, Area Overhead vs Synth 73.4%, # diodes 0, number of enable flip-flop cells 1, CP Max Fanout 3, synthesis area per yosys 503 sq um, GRT Util Overall 0.0300, CP Launch Type flop, top cells by count, synth 13 x dfrtp_1, 9 x inv_1, 3 x ha_1, 2 x a21oi_1, 2 x fa_1, initial antenna violation count 0, CTS Buffer Depth 2, gate count of the mapped netlist 34, vias in the first global route 380, first-pass GRT wire length 1690 microns, ANT nets after route 0, Yosys cell types 10, Adder Area Share 0.154, top_reg_cell synth dfrtp_1, Hold Path Class input port to asynchronous set/reset pin, clk_skew 0.00131 ns
==> flip-flops by register name, summed over array words and instances, names as in the netlist <==
register	count
cin	1
s_out	4
a	4
b	4
c_out	1
==> cell families after synthesis <==
logic type	after synthesis
DFF	14
buffers and inverters	9
adders and majority gates	5
AOI/OAI and AO/OA	2
xor gates and xnor gates	2
and+or+nand+nor	2
==> worst register-to-register path, stage by stage, from the launching register on <==
cell	delay (ns)
dfrtp_1	0.39
ha_4	0.29
nand3_1	0.09
nand2_1	0.10
a21oi_2	0.07
fa_1	0.50
inv_1	0.05
buf_4	0.12
==> how the worst max path moves through the flow <==
stage | depth (start not counted) | to | from
CTS | 8 | s[2] | b[1]$_DFF_PP0_
global route | 7 | s[3] | b[1]$_DFF_PP0_
finish | 7 | s[3] | b[1]$_DFF_PP0_
==> report_power, final <==
group	switching [uW]	internal (uW)	leakage (uW)
logic	31.0	77.8	0.000217
registers	6.13	241	0.000161
clock network	65.4	108	0.0000228
==> per-stage QoR <==
stage	worst slack (ns)	instances	hold slack, ns
2_1_floorplan	0.573	34	0.408
3_3_place_gp	0.0426	103	0.599
3_5_place_dp	0.0200	103	0.591
4_1_cts	0.0206	111	0.631
5_1_grt	-0.00162	111	0.656
6_report	0.130	111	0.623
==> area by class of cell <==
cell class,count,area share
flip-flops and latches,14,0.407
well taps,48,0.0689
inverters,9,0.0387
multi-input cells,11,0.162
repair buffers,25,0.271
clock buffers,4,0.0516
==> routing by layer <==
layer	track usage	routed length, microns
met1	0.0307	346
met2	0.0489	532
met3	0.0217	128
met4	0.00615	5
met5	0	0
==> what timing repair did <==
action | 4_1_cts | 5_1_grt
hold buffers | 0 | 0
pin swaps | 5 | 1
buffers inserted | 4 | 0
resized | 5 | 1
setup endpoints to repair | 1 | 1
==> cells in the final DEF (no fill, tap or decap) <==
cell,netlist,layout
a21oi_2,0,2
clkdlybuf4s50_1,0,17
clkbuf_8,0,3
ha_4,0,1
ha_1,3,2
xor2_2,0,1
nand2_1,1,1
inv_1,9,9
dlymetal6s2s_1,0,1
buf_4,0,6
clkbuf_1,0,1
edfxtp_1,1,1
fa_1,2,2
dlygate4sd2_1,0,1
dfrtp_1,13,13
xnor2_1,1,1
nand3_1,1,1
Power and IR drop assume default switching activity.
