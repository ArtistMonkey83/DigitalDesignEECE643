==> design/flow/design.v <==
module uartRX #(
    parameter CLOCK_FREQ = 100000000,   
    parameter BAUD_RATE  = 9600         
)(
    input  logic       clk,            
    input  logic       rst,            
    output logic [7:0] data_out,       
    input  logic       rx,             
    output logic       data_ready      
);
    localparam integer CLKS_PER_BIT = CLOCK_FREQ / BAUD_RATE;     
  typedef enum logic [2:0] {IDLE, START, DATA, STOP, CLEANUP} state_t;  
    state_t state = IDLE;               
    logic [7:0] rx_buffer = 0;          
    integer bit_index = 0;              
    integer clk_count = 0;              
    logic [7:0] data_reg = 0;           
    logic       ready_reg = 0;          
    assign data_out  = data_reg;        
    assign data_ready = ready_reg;      
    always_ff @(posedge clk or posedge rst) begin
         if (rst) begin               
            state       <= IDLE;
            clk_count   <= 0;         
            bit_index   <= 0;         
            rx_buffer   <= 0;         
            data_reg    <= 0;         
            ready_reg   <= 0;         
        end else begin
            case (state)
                IDLE: begin                       
                    ready_reg <= 0;               
                    clk_count <= 0;               
                    bit_index <= 0;               
                    if (rx == 0) begin            
                        state <= START;           
                    end
                end
                START: begin                                      
                  if (clk_count < (CLKS_PER_BIT/2) - 1) begin     
                        clk_count <= clk_count + 1;               
                    end else begin                 
                        clk_count <= 0;            
                        if (rx == 0)               
                            state <= DATA;         
                        else
                            state <= IDLE;         
                    end
                end
                DATA: begin                                      
                    if (clk_count < CLKS_PER_BIT - 1) begin      
                        clk_count <= clk_count + 1;              
                    end else begin                            
                        clk_count <= 0;                          
                        rx_buffer[bit_index] <= rx;              
                        if (bit_index < 7) begin                 
                            bit_index <= bit_index + 1;          
                        end else begin                        
                            bit_index <= 0;                      
                            state <= STOP;                       
                        end
                    end
                end
                STOP: begin                                   
                    if (clk_count < CLKS_PER_BIT - 1) begin   
                        clk_count <= clk_count + 1;           
                    end else begin
                        clk_count <= 0;                       
                        state <= CLEANUP;                     
                    end
                end
                CLEANUP: begin                       
                    data_reg  <= rx_buffer;          
                    ready_reg <= 1;                  
                    state <= IDLE;                   
                end
            endcase
        end
    end
endmodule
module uartTX #(
    parameter CLOCK_FREQ = 100000000,  
    parameter BAUD_RATE  = 9600        
)(
    input logic clk,                   
    input logic rst,                   
    input logic [7:0] data_in,         
    input logic transmit,              
    output logic tx,                   
    output logic tx_busy               
);
    localparam integer CLKS_PER_BIT = CLOCK_FREQ / BAUD_RATE;      
    typedef enum {IDLE, START_BIT, DATA_BITS, STOP_BIT, CLEANUP} state_t;     
    state_t state = IDLE;              
    logic [7:0] tx_buffer;             
    integer bit_index = 0;             
    integer clk_count = 0;             
    always_ff @(posedge clk or posedge rst) begin    
        if (rst) begin                                
            state <= IDLE;                            
            tx <= 1;                                  
            tx_busy <= 0;                             
        end else begin
            case (state)
                IDLE: begin
                    tx <= 1;                          
                    if (transmit) begin               
                        tx_buffer <= data_in;         
                        tx_busy <= 1;                 
                        clk_count <= 0;               
                        state <= START_BIT;           
                    end
                end
                START_BIT: begin
                    tx <= 0;                                  
                    if (clk_count < CLKS_PER_BIT - 1) begin   
                        clk_count <= clk_count + 1;           
                    end else begin
                        clk_count <= 0;                       
                        state <= DATA_BITS;                   
                    end
                end
                DATA_BITS: begin
                    tx <= tx_buffer[0];                       
                    if (clk_count < CLKS_PER_BIT - 1) begin   
                        clk_count <= clk_count + 1;           
                    end else begin                         
                        tx_buffer <= tx_buffer >> 1;          
                        clk_count <= 0;                       
                        if (bit_index < 7) begin           
                            bit_index <= bit_index + 1;       
                        end else begin                     
                            bit_index <= 0;                   
                            state <= STOP_BIT;                
                        end
                    end
                end
                STOP_BIT: begin
                    tx <= 1;                                  
                    if (clk_count < CLKS_PER_BIT - 1) begin   
                        clk_count <= clk_count + 1;           
                    end else begin                            
                        clk_count <= 0;                       
                        state <= CLEANUP;                     
                    end
                end
                CLEANUP: begin
                    tx_busy <= 0;                             
                    state <= IDLE;                            
                end
            endcase
        end
    end
endmodule
`timescale 1ns/1ps
module matrix_loader #(
    parameter MAX_M       = 4,
    parameter MAX_N       = 4,
    parameter MAX_P       = 4,
    parameter CLOCK_FREQ  = 50000000,
    parameter BAUD_RATE   = 9600
)(
    input  logic clk,
    input  logic rst_n,
    input  logic uart_rx,
    output logic uart_tx
);
    logic [7:0] byte_in;
    logic       data_ready;
    logic [7:0] byte_out;
    logic       tx_busy;
    uartRX #(
      .CLOCK_FREQ(CLOCK_FREQ),
      .BAUD_RATE (BAUD_RATE)
    ) rx_i (
      .clk        (clk),
      .rst        (rst_n),
      .rx         (uart_rx),
      .data_out   (byte_in),
      .data_ready (data_ready)
    );
    uartTX #(
      .CLOCK_FREQ(CLOCK_FREQ),
      .BAUD_RATE (BAUD_RATE)
    ) tx_i (
      .clk       (clk),
      .rst       (rst_n),
      .data_in   (byte_out),
      .transmit  (data_ready),   
      .tx        (uart_tx),
      .tx_busy   (tx_busy)
    );
endmodule
`timescale 1ns/1ps           
module top(
    input  logic clk,        
    input  logic rst_n,      
    input  logic uart_rx,    
    output logic uart_tx     
);
  matrix_loader #(             
    .MAX_M       (4),          
    .MAX_N       (4),
    .MAX_P       (4),
    .CLOCK_FREQ  (50000000),   
    .BAUD_RATE   (9600)
  ) u_matrix (
    .clk       (clk),
    .rst_n     (rst_n),
    .uart_rx   (uart_rx),
    .uart_tx   (uart_tx)
  );
endmodule
==> design/flow/run.sh <==
#!/bin/bash
# OpenROAD 26Q1-2900-gdf79404cd8, Yosys 0.63+post, stock flow scripts
make -C /OpenROAD-flow-scripts/flow DESIGN_CONFIG=/design/flow/config.mk WORK_HOME=/design/flow/orfs finish
==> design/flow/config.mk <==
export PLATFORM = sky130hd
export DESIGN_NAME = top
export DESIGN_NICKNAME = top
export VERILOG_FILES = /design/flow/design.v
export SDC_FILE = /design/flow/constraint.sdc
export NUM_CORES = 4
export LEC_CHECK = 1
export CORE_UTILIZATION = 30
==> design/flow/constraint.sdc <==
current_design top

set clk_period 4.9
set clk_io_pct 0.2

create_clock -name clk0 -period $clk_period [get_ports {clk}]

set non_clock_inputs [all_inputs -no_clocks]
set_input_delay [expr $clk_period * $clk_io_pct] -clock clk0 $non_clock_inputs
set_output_delay [expr $clk_period * $clk_io_pct] -clock clk0 [all_outputs]
==> reports/qor.csv <==
stage;metric;value;unit
power;Peak VDD IR;0.192;mV
logic_synthesis;Simple Share, Synth;27.1;%
global_route;largest net degree at the start of global routing;38;
final_layout;Logic area;4070;um2
sta;crit share post-route;64.0;%
clocking;clk sinks;136;
worst_setup_path;Worst EP required;5190;ps
min_path;Hold Crit Start;u_matrix.tx_i.tx;
sta;RSZ-0062 raised after global routing;no;
worst_setup_path;crit-path max FO;21;
sta;Hold Vio Cnt, Final;0;
logic_synthesis;Synth Flop Type;dfrtp_1;
final_layout;non-filler cells, final;1191;
logic_synthesis;area leader, netlist;edfxtp_1;
final_layout;Commonest Layout Cell;nor2_1;
global_route;first-pass GRT wire length;29500;um
sta;# setup viols final;0;
worst_setup_path;Setup crit start kind;flip-flop;
clocking;TritonCTS Buffers;17;
flow_run;max cap viols;0;
worst_setup_path;FF-to-FF setup slack;1760;ps
sta;max-slew violation count;0;
logic_synthesis;yosys aoi share;14.1;%
clocking;Root Buffer;clkbuf_16;
logic_synthesis;Post-Synthesis Cell Area;8030;um2
sta;minimum clock period;3140;ps
logic_synthesis;XOR Share, Synth;8.18;%
routing;Starting DRT DRC Count;549;
power;Pwr per Cell Area;273;nW/um2
routing;antenna-violating nets left;0;
clocking;Hold-fix buffers, CTS;0;
sta;Max Freq;0.319;GHz
logic_synthesis;Post-Synthesis Cells;852;
die;Init Core Util;30.7;%
worst_setup_path;Crit Path Category;reg -> reg;
clocking;Post-CTS Setup Inserts;0;
placement;DP HPWL;11300;um
global_route;GRT Total Usage;13.1;%
routing;via count;6407;
min_path;Hold Crit Class;reg -> reg;
die;die width;166;um
power;part of the power in registers;48.4;%
worst_setup_path;RR Endpoint;u_matrix.rx_i.state[0];
worst_setup_path;worst path arrival time;3430;ps
logic_synthesis;Yosys Warn Count;10;
sta;Total Neg Setup Slack;0;ps
clocking;Reg clk slew, reported paths;60;ps
logic_synthesis;area share, top type;23.9;%
routing;iteration tally of the first detailed-router pass;21;
clocking;CTS tree;built;
status;status;completed;
power;Clk pwr share;51.0;%
flow_run;tool warnings;25;
logic_synthesis;Top logic family;simple AND/OR/NAND/NOR gates;
worst_setup_path;CP Capture Type;flip-flop;
min_path;Hold Crit Endpoint;u_matrix.tx_i.tx;
worst_setup_path;R2R cell count;9;
logic_synthesis;Yosys reg bits;136;
power;Switching Share;20.5;%
final_layout;Top Layout Cells;109 x nor2_1, 72 x nand2_1, 71 x dfrtp_1, 64 x edfxtp_1, 50 x nand3_1;
logic_synthesis;Syn Area/Cell;9.43;um2
sta;Slew @ Worst Pin;780;ps
routing;drt wl/cell;14.5;um
logic_synthesis;Mux area share;0.514;%
logic_synthesis;Synth async-reset ratio;52.9;%
min_path;Hold Crit Depth;2;
die;site row count;59;
final_layout;Reg area;3720;um2
power;Internal;1.95;mW
final_layout;Layout fillers;2650;
placement;Cells after DPL;1159;
worst_setup_path;r2r startpoint;u_matrix.rx_i.clk_count[0];
placement;IO Port Bufs;3;
clocking;clk latency of the worst-skew pair;420;ps
routing;diode count;0;
routing;Routed WL;17300;um
final_layout;layout cells sized above 1;9.11;%
logic_synthesis;flip-flops with a built-in enable;64;
clocking;H-tree Lvls;4;
global_route;total global routing overflow;0;
global_route;initial antenna violation count;0;
logic_synthesis;yosys cell count;852;
power;Logic pwr share;0.6;%
logic_synthesis;Adder Share, Synth;0.623;%
final_layout;P&R area growth vs syn;11.9;%
die;Boundary Pins;4;
logic_synthesis;Yosys Chip Area;8030;um2
placement;GPL Wtd Cong;0.842;
die;die area;27400;um2
global_route;vias in the first global route;5833;
die;die height;166;um
clocking;clk buf depth;2;
sta;worst clock skew;10.0;ps
sta;final worst setup slack;1760;ps
power;Leak Pwr;3.31;nW
power;P_sw;0.504;mW
placement;Setup WS pre-CTS;1790;ps
logic_synthesis;Netlist cell types;69;
routing;Via-to-Cell Ratio;5.38;
logic_synthesis;Synth Seq Share;46.4;%
sta;Rel. slew slack;48.0;%
clocking;post-CTS sizing;0;
die;Core ar.;26100;um2
logic_synthesis;top cells, area;edfxtp_1 24%, dfrtp_1 22%, nor2_1 5.1%;
routing;DRC viols;0;
worst max-delay path by stage:
stage | to | start | slack [ps]
after CTS | u_matrix.rx_i.state[0] | u_matrix.rx_i.clk_count[0] | 1760
after global routing | u_matrix.rx_i.state[0] | u_matrix.rx_i.clk_count[0] | 1630
final | u_matrix.rx_i.state[0] | u_matrix.rx_i.clk_count[0] | 1760
logic make-up (layout without fill, tap and decap cells):
family / after synthesis / in the layout
AND/OR/NAND/NOR: 418 / 418
adder cells (fa/ha/maj): 4 / 4
flip-flops: 136 / 136
multiplexers: 4 / 4
AND-OR/OR-AND: 153 / 153
buffers and inverters: 62 / 66
XOR/XNOR: 75 / 75
Yosys cell counts, drive strengths merged, types with 12 or more instances:
cell and number:
and3 30, a21oi 25, buf 12, o21ai 41, xnor2 30, dfrtp 71
or3 16, nor3 21, nor4 33, inv 15, clkbuf 34, and4 14
nand3 51, o31ai 12, nand2 72, nor2 109, nand4 43, edfxtp 64
xor2 45
critical path, cell delays in order, from the launching register on:
cell and delay (ps):
dfrtp_1 410, ha_1 270, a21o_1 200, a311oi_1 420
o211ai_2 130, buf_4 220, o211ai_4 160, buf_4 260
nand3_1 490, mux2_2 450
through the flow:
| stage | hold WS (ps) | instance area [um2] | util, % | total power [mW] |
|---|---|---|---|---|
| CTS | 493 | 8990 | 34.4 | 2.48 |
| global route | 511 | 8990 | 34.4 | 2.54 |
| global placement | 479 | 8420 | 32.2 | 1.23 |
| floorplan | 458 | 8030 | - | 1.22 |
| finish | 488 | 8990 | 34.4 | 2.46 |
| detailed placement | 484 | 8420 | 32.2 | 1.23 |
power by group through the flow:
stage | clock network (mW) | logic, mW | registers [mW]
4_1_cts | 1.28 | 0.0168 | 1.19
5_1_grt | 1.33 | 0.0187 | 1.19
6_report | 1.25 | 0.0156 | 1.19
cell type report:
| class | instances | share of cell area [%] |
|---|---|---|
| flip-flops and latches | 136 | 41.4 |
| inverters | 16 | 0.668 |
| clock buffers | 20 | 4.97 |
| repair buffers | 18 | 1.59 |
| clock inverters | 12 | 1.43 |
| well taps | 335 | 4.66 |
| multi-input cells | 654 | 45.3 |
routing by layer:
layer	GRT usage (%)	vias up	share of wire [%]
li1	-	3181	-
met1	21.6	3103	50
met2	19.5	112	45
met3	1.95	11	3.8
met4	1.54	0	1.1
met5	0	-	0
No activity file was given, so power comes from the tool's default toggle rates.
